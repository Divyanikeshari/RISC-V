## config.mk

```make
export PLATFORM = sky130hd
export DESIGN_NAME = Decode_Cycle
export DESIGN_NICKNAME = Decode_Cycle
export VERILOG_FILES = /design/flow/design.v
export SDC_FILE = /design/flow/constraint.sdc
export NUM_CORES = 4
export LEC_CHECK = 1
export CORE_UTILIZATION = 50
```

## constraint.sdc

```tcl
current_design Decode_Cycle

set clk_period 2.4
set clk_io_pct 0.2

create_clock -name clk0 -period $clk_period [get_ports {clk}]

set non_clock_inputs [all_inputs -no_clocks]
set_input_delay [expr $clk_period * $clk_io_pct] -clock clk0 $non_clock_inputs
set_output_delay [expr $clk_period * $clk_io_pct] -clock clk0 [all_outputs]
```

## design.v

```verilog
`timescale 1ns / 1ps
module Decode_Cycle(clk, rst, InstrD, PCD, PCPlus4D,RegWriteW, RDW, ResultW,
                     ZeroE, ResultSrcE, MemWriteE, ALUSrcE, RegWriteE, 
                     PCSrcE, ALUControlE, RD1_E, RD2_E, ImmExtE,RdE, PCPlus4E, 
                     PCE, Rs1E, Rs2E,Rs1D_out, Rs2D_out, RdD_out);
input [31:0] InstrD, PCD, PCPlus4D, RDW, ResultW;
input clk, rst, RegWriteW, ZeroE;
output ResultSrcE, MemWriteE, ALUSrcE, RegWriteE, PCSrcE;
output [2:0] ALUControlE;
output [31:0] RD1_E, RD2_E, ImmExtE, PCPlus4E, PCE;
output [4:0] RdE; 
output [4:0] Rs1D_out, Rs2D_out, RdD_out;
output [4:0] Rs1E, Rs2E;
wire ResultSrcD, MemWriteD, ALUSrcD, RegWriteD, PCSrcD;
wire [2:0] ALUControlD;
wire [1:0] ImmSrcD;
wire [31:0] RD1_D, RD2_D, ImmExtD;
wire [4:0] regfile_a1, regfile_a2;
reg ResultSrcD_r, MemWriteD_r, ALUSrcD_r, RegWriteD_r, PCSrcD_r;
reg [2:0] ALUControlD_r;
reg [31:0] RD1_D_r, RD2_D_r, ImmExtD_r, PCPlus4D_r, PCD_r;
reg [4:0] RdD_r, Rs1D_r, Rs2D_r;
control_unit ctrl_block (
                        .Zero(ZeroE), 
                        .op(InstrD[6:0]), 
                        .funct3(InstrD[14:12]), 
                        .funct7_5(InstrD[30]), 
                        .PCSrc(PCSrcD), 
                        .ResultSrc(ResultSrcD), 
                        .MemWrite(MemWriteD), 
                        .ALUSrc(ALUSrcD), 
                        .ImmSrc(ImmSrcD), 
                        .RegWrite(RegWriteD), 
                        .ALUControl(ALUControlD)
                        );
assign regfile_a1 = InstrD[19:15];
assign regfile_a2 = InstrD[24:20];
assign Rs1D_out = InstrD[19:15];
assign Rs2D_out = InstrD[24:20];
assign RdD_out = InstrD[11:7];
register_file reg_file (
    .A1(regfile_a1), 
    .A2(regfile_a2), 
    .A3(RDW), 
    .WE3(RegWriteW), 
    .WD3(ResultW), 
    .CLK(clk), 
    .RST(rst), 
    .RD1(RD1_D), 
    .RD2(RD2_D)
);
Sign_extension extend_block (
                            .in(InstrD), 
                            .out(ImmExtD), 
                            .ImmSrc(ImmSrcD[0])
                            );
always @ (posedge clk or negedge rst) begin
    if (rst == 1'b0) begin
        ResultSrcD_r <= 1'b0;
        MemWriteD_r <= 1'b0;
        ALUSrcD_r <= 1'b0;
        RegWriteD_r <= 1'b0;
        PCSrcD_r <= 1'b0;
        ALUControlD_r <= 3'b000;
        RD1_D_r <= 32'h00000000;
        RD2_D_r <= 32'h00000000;
        ImmExtD_r <= 32'h00000000; 
        RdD_r <= 5'b00000;
        PCD_r <= 32'h00000000;
        PCPlus4D_r <= 32'h00000000;
        Rs1D_r <= 5'b00000;
        Rs2D_r <= 5'b00000;
    end
    else begin
        ResultSrcD_r <= ResultSrcD;
        MemWriteD_r <= MemWriteD;
        ALUSrcD_r <= ALUSrcD;
        RegWriteD_r <= RegWriteD;
        PCSrcD_r <= PCSrcD;
        ALUControlD_r <= ALUControlD;
        RD1_D_r <= RD1_D;
        RD2_D_r <= RD2_D;
        ImmExtD_r <= ImmExtD; 
        RdD_r <= InstrD[11:7];
        PCD_r <= PCD;
        PCPlus4D_r <= PCPlus4D;
        Rs1D_r <= InstrD[19:15];
        Rs2D_r <= InstrD[24:20]; 
    end
end
assign ResultSrcE = ResultSrcD_r;
assign MemWriteE = MemWriteD_r;
assign ALUSrcE = ALUSrcD_r;
assign RegWriteE = RegWriteD_r;
assign PCSrcE = PCSrcD_r;
assign ALUControlE = ALUControlD_r;
assign RD1_E = RD1_D_r;
assign RD2_E = RD2_D_r;
assign ImmExtE = ImmExtD_r;
assign RdE = RdD_r;
assign PCE = PCD;
assign PCPlus4E = PCPlus4D;
assign Rs1E = Rs1D_r;
assign Rs2E = Rs2D_r;
endmodule
`timescale 1ns / 1ps
module control_unit(Zero, op, funct3, funct7_5, PCSrc, ResultSrc, MemWrite, ALUSrc, ImmSrc, RegWrite,ALUOp, ALUControl);
input Zero, funct7_5;
input [6:0] op;
input [2:0] funct3;
output PCSrc, ResultSrc, MemWrite, ALUSrc, RegWrite;
output [1:0] ImmSrc, ALUOp;
output [2:0] ALUControl; 
wire [1:0] aluop;
wire Branch;
main_decoder main_decoder_module(
                            .Zero(Zero), 
                            .op(op),
                            .Branch(Branch), 
                            .ResultSrc(ResultSrc), 
                            .MemWrite(MemWrite),
                            .ALUSrc(ALUSrc),
                            .ImmSrc(ImmSrc), 
                            .RegWrite(RegWrite), 
                            .ALUOp(aluop)
                            );
ALU__Decoder alu_decoder_module (
                                .op_5(op[5]), 
                                .funct3(funct3), 
                                .funct7_5(funct7_5), 
                                .ALUOp(aluop), 
                                .ALUControl(ALUControl)
                                );
assign PCSrc = Branch & Zero;
endmodule
`timescale 1ns / 1ps
module main_decoder(Zero, op, Branch, ResultSrc, MemWrite,ALUSrc,ImmSrc, RegWrite, ALUOp);
input Zero;
input [6:0] op;
output RegWrite, ALUSrc, MemWrite, ResultSrc, Branch;
output [1:0] ImmSrc, ALUOp;
wire [31:0] PCSrc; 
assign RegWrite = ((op == 7'b0000011) | (op == 7'b0110011)) ? 1'b1 : 1'b0;
assign ALUSrc = ((op == 7'b0000011) | (op == 7'b0100011)) ? 1'b1 : 1'b0;
assign MemWrite = (op == 7'b0100011) ? 1'b1 : 1'b0;
assign ResultSrc = (op == 7'b0000011) ? 1'b1 : 1'b0;
assign Branch = (op == 7'b1100011) ? 1'b1 : 1'b0;
assign ImmSrc = (op == 7'b0100011) ? 2'b01 : (op == 7'b1100011) ? 2'b10 :2'b00;
assign ALUOp = (op == 7'b0110011) ? 2'b10 : (op == 7'b1100011) ? 2'b01 : 2'b00;
assign PCSrc = Zero & Branch;
endmodule
`timescale 1ns / 1ps
module ALU__Decoder(op_5, funct3, funct7_5, ALUOp, ALUControl);
input op_5;
input [2:0] funct3;
input funct7_5;
input [1:0] ALUOp;
output reg [2:0] ALUControl;
wire [1:0] concatenation;
assign concatenation = {op_5 , funct7_5};
always @(*) begin
    case (ALUOp)
      2'b00: ALUControl = 3'b000;   
      2'b01: ALUControl = 3'b001;   
      2'b10: begin
        case (funct3)
          3'b000: ALUControl = (concatenation == 2'b11) ? 3'b001 : 3'b000;  
          3'b111: ALUControl = 3'b010;  
          3'b110: ALUControl = 3'b011;  
          3'b100: ALUControl = 3'b100;  
          3'b010: ALUControl = 3'b101;  
          3'b001: ALUControl = 3'b110;  
          3'b101: ALUControl = 3'b111;  
          default: ALUControl = 3'b000;
        endcase
      end
      default: ALUControl = 3'b000;
    endcase
  end
endmodule
`timescale 1ns / 1ps
module register_file(A1, A2, A3, WE3, WD3, CLK, RST, RD1, RD2);
input [4:0] A1, A2, A3;
input CLK,RST;
input WE3;
input [31:0] WD3;
output [31:0] RD1, RD2;
reg [31:0] mem [31:0];
assign RD1 = (RST == 1'b1) ? mem[A1] : 32'b00000000;
assign RD2 = (RST == 1'b1) ? mem[A2] : 32'b00000000;
always @(posedge CLK)
    begin
    if (WE3 == 1'b1)
        begin
        mem[A3] <= WD3;
        end
    end
initial begin
    mem [9] = 32'h00000020;
end
endmodule
`timescale 1ns / 1ps
module Sign_extension(in, out, ImmSrc);
input [31:0] in;
input ImmSrc;
output reg [31:0] out;
always @(*) begin
    if (ImmSrc == 1'b1)
        out <= {{20{in[31]}}, in[31:25], in[11:7]}; 
    else
        out <= {{20{in[31]}}, in[31:20]};           
end
endmodule
```

## run.sh

```bash
#!/bin/bash
# OpenROAD 26Q1-2900-gdf79404cd8, Yosys 0.63+post, stock flow scripts
make -C /OpenROAD-flow-scripts/flow DESIGN_CONFIG=/design/flow/config.mk WORK_HOME=/design/flow/orfs finish
```

==> qor.yml <==
globalplace.congestion: 0.896
slowest_stage: "dfrtp_2"
power_density_nw_per_um2: 728
dpl-instance-area_um2: 57300
synthToLayoutAreaGrowth_pct: 20.8
dieHeight_um: 320
final_cells: 4407
cts_buffers: 114
worstPathCellList: "clkdlybuf4s50_1"
synthCells: 2554
worst_pin_slew_ps: 1010
post_drt_wl_per_cell_um: 34.3
arrival_ps: 1750
required_ps: 1920
hold_start: "InstrD[21]"
critical_path_buf_inv_count: 1
r2r_cells: 5
cts_num_sinks: 1123
grt_max_degree: 52
drive_gt1_share_pct: 39.0
worstSetupPathType: "flip-flop to output port"
antenna_left: 0
top_area_share_pct: 60.7
design_area_um2: 61200
slew_headroom_pct: 32.5
cts_tree: "yes"
grt_pass1_vias: 32500
ys_warn_count: 5
vias_per_cell: 6.51
slew_violations: 0
synth_flops: 1123
dr.first_iter.drc_count: 1635
fin_util_pct: 61.1
cp_max_fo: 21
syn_area_um2: 50700
cts.clk_slew.worst_paths_ps: 60
cap_violations: 0
coreArea_um2: 100000
ios: 362
antenna_found_initial: 3
warnings: 54
path_delay_family: "flip-flops"
drc: 0
synth_cell_types: 36
clock-root-buffer: "clkbuf_16"
ys_seq_share_pct: 65.5
wirelength_mm: 151
whs_endpoint: "Rs2D_r[1]$_DFF_PN0_"
hp-class: "input port to flip-flop"
synthArstFlopShare_pct: 8.82
first_pass_iters: 5
rsz0062_at_grt: "false"
finClkSkew_ps: 20.0
fmax_mhz: 448
endpoint_kind: "output port"
r2r-start: "reg_file.mem[9][10]$_DFFE_PP_"
portBuffers: 206
place_inst: 4188
cpPeakStageDelay_ps: 530
overflow: 0
clock.latency.late_pin_ps: 700
ff2ff_setup_slack_ps: 330
finalCriticalPeriod_ps: 2230
fp_util_pct: 50.6
synth.avg_cell_area_um2: 19.9
r2r-end: "RD2_D_r[10]$_DFF_PN0_"
grt_usage_pct: 33.9
antenna_cells: 0
p_leak_nw: 20.3
grt_pass1_wl_mm: 218
cts_setup_buffers: 0
edf_count: 1024
vias: 28700
yosys.area.top_type: "edfxtp_1"
holdPathStages: 1
ys.flop_type: "edfxtp_1"
synth_stat.cells: 2554
yosys-stat-area_um2: 50700
topCellsByArea: "edfxtp_1 (61%), mux4_2 (20%), dfrtp_1 (4.9%)"
start_kind: "flip-flop"
h-tree-depth: 3
place.detailed.hpwl_mm: 96.4
die_width_um: 320
status: "complete, no violations"
hold_viol_final: 0
setup-tns-final_ps: 0
die_area_um2: 103000
rows: 116
setup_viol: 0
clock_path_buffers: 3
min_period_over_period_pct: 92.9
ir_drop_mv: 0.599
-- layout make-up --
type                            instances  area, um2
Clock buffer                          155       3120
Inverter                                7       28.8
Tap cell                             1357       1700
Sequential cell                      1123      33200
Clock inverter                         63        835
Multi-Input combinational cell       1125      15900
Fill cell                            6837      39100
Timing Repair Buffer                  577       6390
-- metrics by stage --
step           power (W)  hold slack [ps]  worst slack [ps]
3_5_place_dp      0.0264              705              -315
4_1_cts           0.0449             10.2               118
3_3_place_gp      0.0263              702              -330
5_1_grt           0.0459             24.8              78.4
2_1_floorplan     0.0243              184              -514
6_report          0.0446             46.6               170
-- where the power goes --
| part | switching [W] | internal [W] |
|---|---|---|
| sequential | 0.000132 | 0.0217 |
| clock | 0.00743 | 0.0112 |
| combinational | 0.00212 | 0.00205 |
| total | 0.00968 | 0.0349 |
-- layout by cell type, fill, tap and decap left out, types with 2 or more instances in the layout --
cell,instances
clkbuf_16,115
nand2b_2,2
nor2_4,34
or3_1,2
clkinvlp_4,5
buf_12,123
edfxtp_1,1024
nand2_1,33
mux2_2,133
clkdlybuf4s50_1,195
clkbuf_1,31
nor2b_4,4
buf_6,2
mux2i_1,129
buf_8,4
or3b_2,3
nor2_1,10
or2_2,2
nand3b_1,6
o21ai_0,50
o2111ai_1,15
inv_1,5
bufinv_16,19
dfrtp_1,98
o221ai_1,64
clkbuf_8,10
clkinv_2,25
mux4_2,448
buf_2,4
nand3_1,2
a22oi_1,64
clkinv_1,8
buf_4,247
a31oi_1,64
a221oi_1,49
inv_6,6
-- repair_timing --
| action | CTS | global route |
|---|---|---|
| resized | 1 | 0 |
| endpoints found under the setup margin | 21 | 0 |
| hold buffers | 1 | 0 |
| endpoints found under the hold margin | 1 | 0 |
-- cells by family after synthesis --
family	synth area share (%)
xor+xnor	0.0173
mux	25.4
buf+inv	3.62
simple gates	0.950
compound gates	4.48
flops	65.5
-- worst max path at each step --
stage	start	end	depth (start not counted)
after CTS	ImmExtD_r[11]$_DFF_PN0_	ImmExtE[25]	1
after global routing	ImmExtD_r[11]$_DFF_PN0_	ImmExtE[18]	1
final	ImmExtD_r[11]$_DFF_PN0_	ImmExtE[25]	1
-- cells in the mapped netlist (all sizes together) (49+ instances only) --
cell type	count
buf	223
mux4	448
clkbuf	76
o21ai	51
edfxtp	1024
a31oi	64
o221ai	64
mux2i	129
a221oi	49
mux2	133
a22oi	64
dfrtp	99
-- per-layer routing --
layer	part of all wire, %	GRT usage (%)	up-vias
met5	0.27	3.07	-
met4	4.5	11.2	14
met3	17	25.0	358
met2	48	49.0	2165
met1	30	41.4	14400
li1	-	-	11700
-- flip-flops by register name (all words and copies together), names as in the netlist --
signal,count
Rs1D_r,5
Rs2D_r,5
MemWriteD_r,1
RD2_D_r,32
ALUSrcD_r,1
ResultSrcD_r,1
ImmExtD_r,12
PCSrcD_r,1
RegWriteD_r,1
RD1_D_r,32
reg_file.mem,1024
ALUControlD_r,3
RdD_r,5
Power and IR drop assume default switching activity.
