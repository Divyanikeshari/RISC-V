==> flow/design.v <==
`timescale 1ns / 1ps
module Hazard_Unit(rst, RdM, RegWriteM, RdW, RegWriteW, Rs1E, Rs2E, ForwardAE, ForwardBE);
input rst, RegWriteM, RegWriteW;
input [4:0] RdM, RdW, Rs1E, Rs2E;
output [1:0] ForwardAE, ForwardBE;
assign ForwardAE = (rst == 1'b0) ? 2'b00 :
                   ((RegWriteM == 1'b1) && (RdM != 5'b00000) && (RdM == Rs1E)) ? 2'b10 :  
                   ((RegWriteW == 1'b1) && (RdW != 5'b00000) && (RdW == Rs1E)) ? 2'b01 :  
                   2'b00;
assign ForwardBE = (rst == 1'b0) ? 2'b00 :
                   ((RegWriteM == 1'b1) && (RdM != 5'b00000) && (RdM == Rs2E)) ? 2'b10 :  
                   ((RegWriteW == 1'b1) && (RdW != 5'b00000) && (RdW == Rs2E)) ? 2'b01 :  
                   2'b00;
endmodule
==> flow/run.sh <==
#!/bin/bash
# OpenROAD 26Q1-2900-gdf79404cd8, Yosys 0.63+post, stock flow scripts
make -C /OpenROAD-flow-scripts/flow DESIGN_CONFIG=/design/flow/config.mk WORK_HOME=/design/flow/orfs finish
==> flow/config.mk <==
export PLATFORM = sky130hd
export DESIGN_NAME = Hazard_Unit
export DESIGN_NICKNAME = Hazard_Unit
export VERILOG_FILES = /design/flow/design.v
export SDC_FILE = /design/flow/constraint.sdc
export NUM_CORES = 4
export LEC_CHECK = 1
export CORE_AREA = 10 10 70 70
export DIE_AREA = 0 0 80 80
==> flow/constraint.sdc <==
current_design Hazard_Unit

set clk_period 3.3
set clk_io_pct 0.2

create_clock -name clk0 -period $clk_period

set non_clock_inputs [all_inputs -no_clocks]
set_input_delay [expr $clk_period * $clk_io_pct] -clock clk0 $non_clock_inputs
set_output_delay [expr $clk_period * $clk_io_pct] -clock clk0 [all_outputs]
==> flow_summary_export.csv <==
group,metric,value,unit
power,irDropWorstVdd,15.59,uV
setup_path,start_kind,"input port",
job,tool_warnings,32,
setup_path,required,2.64,ns
global_route,grt-ovfl-total,0,
timing,worst_slew_pin_slew,0.4353,ns
synth,syn_avg_cell_area,7.820,um^2
cells_and_area,seq_cells,0,
detailed_routing,wirelength,1221,um
timing,rsz0062_at_grt,"no",
power,power_density,103.0,nW/um^2
timing,tns,0,ns
power,leakage,0.1866,nW
timing,fin_hold_ws,2.310,ns
setup_path,critPathSlowestCell,"or4_1",
global_route,grt_pass1_wl,1966,um
synth,yosys_cells,36,
cells_and_area,syn2layout_area_growth,116.4,%
detailed_routing,drcViolationCount,0,
synth,synth_top_area_share,31.11,%
detailed_routing,wire_per_inst,11.20,um
cells_and_area,clockBufferCount,0,
min_path,hold_path_class,"in2out",
synth,yosys_area,281.5,um^2
setup_path,critPathCaptureType,"primary output",
setup_path,path_common_cell,"clkdlybuf4s50_1",
cells_and_area,drive_above_1_share,4.762,%
outcome,status,"completed",
setup_path,crit_arrival,2.54,ns
detailed_routing,vias,354,
timing,slew_headroom,70.71,%
floorplan,die_y,80,um
synth,ys_seq_share,0,%
detailed_routing,ant_nets,0,
clock_tree,ctsHoldBuffers,0,
synth,area_leaders,"xnor2_1 31%, xor2_1 31%, nor3_2 7.1%",
timing,maxSlewViolCount,0,
synth,syn_inst,36,
timing,hold_viol_final,0,
global_route,grt_max_degree,4,
detailed_routing,vias_per_cell,3.248,
synth,synth_area,281.5,um^2
job,maxCapViolCount,0,
floorplan,chip_area,6400,um^2
cells_and_area,fin_util,17.84,%
timing,fmaxAchievable,0.3127,GHz
global_route,grt_pass1_vias,402,
timing,final-setup-viol-count,0,
detailed_routing,diodes,0,
setup_path,path_cells,"clkdlybuf4s50_1 > or4_1 > nor2_2 > nor4_1 > nor3_2 > clkdlybuf4s50_1",
floorplan,die_w,80,um
cells_and_area,final-comb-area,281.5,um^2
floorplan,rows,21,
floorplan,io_pins,27,
clock_tree,cts-resized-gates,0,
setup_path,cpPeakStageDelay,0.56,ns
synth,ys_types,11,
floorplan,core,3416,um^2
synth,common_cells,"10 x xnor2_1, 10 x xor2_1",
global_route,antenna_found_initial,0,
synth,largest_area_cell,"xnor2_1",
detailed_routing,drt_iter0_markers,7,
floorplan,fp_util,8.242,%
timing,fin_crit_sh,96.90,%
placement,port_buffers,27,
placement,gp_congestion,0.7645,
setup_path,crit_fanout,3,
clock_tree,cts_setup_buffers,0,
global_route,grt_use_total,3.764,%
synth,yosys_warnings,0,
setup_path,critPathKind,"in2out",
power,finalPower,0.06275,mW
cells_and_area,seq_area,0,um^2
cells_and_area,num-fill-cells,388,
timing,fin_crit,3.198,ns
detailed_routing,drtPass1Iterations,3,
## area by class of cell
type / instances / share of cell area (%)
tap: 46 / 9.446
multi-input combinational: 36 / 46.20
timing repair buffer: 27 / 44.35
## per-stage QoR
step	std cells	setup slack, ns	instance area [um^2]
after floorplan	36	1.150	281.5
after global placement	109	0.09674	609.3
after detailed placement	109	0.09702	609.3
after CTS	109	0.09176	609.3
after global routing	109	0.003337	609.3
final	109	0.1022	609.3
## routing by layer
| metal | part of all wire [%] | up-vias | GRT usage [%] |
|---|---|---|---|
| li1 | - | 184 | - |
| met1 | 38 | 158 | 4.153 |
| met2 | 52 | 12 | 7.143 |
| met3 | 9.8 | 0 | 1.250 |
| met4 | 0 | 0 | 0 |
| met5 | 0 | - | 0 |
## worst max-delay path: cells and delay by family
kind	cells	cell delay (ns)
buf+inv	2	0.95
simple gates	4	0.93
## where the power goes
part           leakage, nW  internal, mW  switching [mW]
clock network            0             0               0
logic                0.187        0.0396          0.0231
registers                0             0               0
## worst paths after layout
kind	startpoint	endpoint	depth (start not counted)
worst max-delay path	RdM[1]	ForwardAE[0]	6
worst min-delay path	rst	ForwardBE[1]	3
## layout by cell type (no fill, tap or decap), drive strengths merged
cell type	instances
and2	2
clkdlybuf4s50	27
nand3	2
nand4	2
nor2	1
nor3	4
nor4	2
o211ai	1
or4	2
xnor2	10
xor2	10
## logic make-up after synthesis
kind of cell | synth area share, %
xor gates and xnor gates | 62.22
and+or+nand+nor | 35.11
AOI/OAI and AO/OA | 2.668
Power is estimated from default activity; no workload was simulated.
